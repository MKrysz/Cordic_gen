### design/flow/run.sh
#!/bin/bash
# OpenROAD 26Q1-2900-gdf79404cd8, Yosys 0.63+post, stock flow scripts
make -C /OpenROAD-flow-scripts/flow DESIGN_CONFIG=/design/flow/config.mk WORK_HOME=/design/flow/orfs finish
### design/flow/config.mk
export PLATFORM = sky130hd
export DESIGN_NAME = cordic
export DESIGN_NICKNAME = cordic
export VERILOG_FILES = /design/flow/design.v
export SDC_FILE = /design/flow/constraint.sdc
export NUM_CORES = 4
export LEC_CHECK = 1
export CORE_UTILIZATION = 30
### design/flow/constraint.sdc
current_design cordic

set clk_period 25.5
set clk_io_pct 0.2

create_clock -name clk0 -period $clk_period [get_ports {i_clk}]

set non_clock_inputs [all_inputs -no_clocks]
set_input_delay [expr $clk_period * $clk_io_pct] -clock clk0 $non_clock_inputs
set_output_delay [expr $clk_period * $clk_io_pct] -clock clk0 [all_outputs]
### design/flow/design.v
module cordic(
    input signed [WD_EXT+1:0] i_angle,
    input i_clk,
    input i_rst,
    input i_start,
    output signed [WD_EXT+1:0] o_sin,
    output signed [WD_EXT+1:0] o_cos,
    output o_done
);
localparam WD_EXT = 28;
localparam WD_INT = 62;
localparam START_VAL = 64'h26dd3b6a10d79a00;
localparam max_i = 8'd62;
reg signed [WD_INT+1:0] x;
reg signed [WD_INT+1:0] y; 
reg signed [WD_INT+1:0] z; 
reg signed [WD_INT+1:0] angle;
reg done = 1'b0;
assign o_done = done;
assign o_sin = y[(WD_INT):(WD_INT-WD_EXT)];
assign o_cos = x[(WD_INT):(WD_INT-WD_EXT)];
reg [7:0] i = 0;
reg [7:0] state = 8'b0;
localparam 
    s_rst = 8'b0,
    s_work = 8'b1;
wire [WD_INT+1:0] atan [WD_INT:0];
assign atan[0] = 	63'h3243f6a8885a3000;
assign atan[1] = 	63'h1dac670561bb4f00;
assign atan[2] = 	63'hfadbafc96406e80;
assign atan[3] = 	63'h7f56ea6ab0bdb80;
assign atan[4] = 	63'h3feab76e59fbd40;
assign atan[5] = 	63'h1ffd55bba976250;
assign atan[6] = 	63'hfffaaadddb94d8;
assign atan[7] = 	63'h7fff5556eeea5c;
assign atan[8] = 	63'h3fffeaaab7776e;
assign atan[9] = 	63'h1ffffd5555bbbc;
assign atan[10] = 	63'hfffffaaaaadde;
assign atan[11] = 	63'h7fffff555556e;
assign atan[12] = 	63'h3fffffeaaaaaa;
assign atan[13] = 	63'h1ffffffd55554;
assign atan[14] = 	63'hfffffffaaaaa;
assign atan[15] = 	63'h7fffffff5554;
assign atan[16] = 	63'h3fffffffeaaa;
assign atan[17] = 	63'h1ffffffffd54;
assign atan[18] = 	63'hfffffffffaa;
assign atan[19] = 	63'h7fffffffff4;
assign atan[20] = 	63'h3fffffffffe;
assign atan[21] = 	63'h1fffffffffe;
assign atan[22] = 	63'hfffffffffe;
assign atan[23] = 	63'h7ffffffffe;
assign atan[24] = 	63'h3ffffffffe;
assign atan[25] = 	63'h1ffffffffe;
assign atan[26] = 	63'hffffffffe;
assign atan[27] = 	63'h800000000;
assign atan[28] = 	63'h400000000;
assign atan[29] = 	63'h200000000;
assign atan[30] = 	63'h100000000;
assign atan[31] = 	63'h80000000;
assign atan[32] = 	63'h40000000;
assign atan[33] = 	63'h20000000;
assign atan[34] = 	63'h10000000;
assign atan[35] = 	63'h8000000;
assign atan[36] = 	63'h4000000;
assign atan[37] = 	63'h2000000;
assign atan[38] = 	63'h1000000;
assign atan[39] = 	63'h800000;
assign atan[40] = 	63'h400000;
assign atan[41] = 	63'h200000;
assign atan[42] = 	63'h100000;
assign atan[43] = 	63'h80000;
assign atan[44] = 	63'h40000;
assign atan[45] = 	63'h20000;
assign atan[46] = 	63'h10000;
assign atan[47] = 	63'h8000;
assign atan[48] = 	63'h4000;
assign atan[49] = 	63'h2000;
assign atan[50] = 	63'h1000;
assign atan[51] = 	63'h800;
assign atan[52] = 	63'h400;
assign atan[53] = 	63'h200;
assign atan[54] = 	63'h100;
assign atan[55] = 	63'h80;
assign atan[56] = 	63'h40;
assign atan[57] = 	63'h20;
assign atan[58] = 	63'h10;
assign atan[59] = 	63'h8;
assign atan[60] = 	63'h4;
assign atan[61] = 	63'h2;
always @(posedge i_clk) begin
    if(i_rst) begin
        x <= 0;
        y <= 0;
        done <= 0;
        i <= 0;
        state <= s_rst;
    end
    else begin
        case (state)
            s_rst: begin
                if(i_start) begin
                    angle <= i_angle <<< (WD_INT-WD_EXT);
                    state <= s_work;
                    i <= 0;
                    x <= START_VAL;
                    y <= 0;
                    z <= 0;
                    done <= 0;
                end
            end
            s_work: begin
                if (z<=angle) begin
                    z <= z + atan[i];
                    x <= x - (y>>>i);
                    y <= y + (x>>>i);
                end
                else begin
                    z <= z - atan[i];
                    x <= x + (y>>>i);
                    y <= y - (x>>>i);
                end
                i <= i+1;
                if(i == max_i) begin
                    done <= 1'b1;
                    state <= s_rst;
                end
            end
        endcase
    end
end
endmodule
==> impl_metrics.ini <==
; yosys + openroad results
[sta]
fin_worst_skew_ns = 0.06737
min_period_ns = 10.32
rsz0062_at_grt = false
slew_viol_final = 0
finalSetupTns_ns = 0
fin_crit_sh = 0.4046
max_freq_mhz = 96.92
hold_viol = 0
slew_headroom = 0.2647
worst_slew_pin_slew_ns = 1.091
whs_ns = 0.5388
setup_viol = 0

[job]
tool_warnings = 34
max-cap-violations = 0

[logic_synthesis]
syn_inst = 4709
syn_avg_cell_area_um2 = 7.420
synth.most_common_cell = nor2_1
synth_seq_share = 0.1590
mux_area_frac = 0.07262
ys_types = 118
ys_area_mm2 = 0.03494
edf_count = 93
yosys_cells = 4709
ff_type = dfxtp_1
ys.flops = 231
simple_gate_area_frac = 0.2307
async_flop_share = 0
largest_area_cell = ha_1
top_cell_area_share = 0.08272
xor_share = 0.08512
topCombFamilyByArea = AND-OR/OR-AND gates
yosys_warnings = 65
fa_ha_area_frac = 0.08444
topCellsByArea = ha_1 (8.3%), edfxtp_1 (8.0%), dfxtp_1 (7.9%), nor2_1 (5.6%), a21oi_1 (5.2%)
yosys-top-cells-count = nor2_1 (517), a21oi_1 (362), nand2_1 (358)
synthAoiAreaFrac = 0.3042
syn_area_mm2 = 0.03494

[global_routing]
grt_pass1_wl_mm = 258.2
grt_overflow_total = 0
grt.total_usage = 0.3054
grt_max_degree = 58
grt_pass1_vias = 36180
antenna_found_initial = 12

[worst_hold_path]
hold_class = register to register
min_from = x[28]$_SDFFE_PP0N_
whs_endpoint = x[28]$_SDFFE_PP0N_
min_path_cells = 2

[clock_network]
htreeDepth = 2
cts_hold_buf = 0
clockBufferDepth = 3
clk_pin_slew_ns = 0.06
cts_tree = built
clock-sinks = 231
post_cts_buffers = 0
cts_root_buffer = clkbuf_16
cts_resized = 0
cts-buffers-inserted = 34
insertion_delay_ns = 0.64

[run_status]
status = completed

[drt]
drt_pass1_iterations = 6
via_per_inst = 6.240
vias = 38560
drt_iter0_drc = 3854
drc = 0
wl_mm = 180.0
wl_per_cell_um = 29.13
ant_nets = 0

[finish]
final_util = 0.3346
areaGrowthSynthToFinish_pct = 10.08
fin_cells = 6179
drive_gt1_frac = 0.09779

[placement]
place_congestion = 1.151
hpwl_mm = 138.9
dpl.cell_count = 6113
io_buffers = 91

[worst_setup_path]
worstRegToRegCells = 26
cp_max_fo = 57
r2r_end = y[54]$_SDFFE_PP0N_
arrival_ns = 10.82
r2r_start = i[2]$_SDFFE_PP0N_
crit_type = register to register
critPathRequiredTime_ns = 26.00
r2r_setup_slack_ns = 15.18
cp-start-kind = register
endpoint_kind = register

[floorplanning]
initCoreUtil = 0.3039
chipHeight_um = 343.3
ios = 94
rows = 124
die_x_um = 343.3
chipArea_mm2 = 0.1178
core-area_mm2 = 0.1150

[pwr]
power_density_mw_per_mm2 = 123.7
p_leak_nw = 15.32
ir_worst_vdd_uv = 63.45
## worst max-delay path by stage
stage / start / endpoint / slack [ns] / cells after the start
CTS: i[0]$_SDFFE_PP0N_ / y[54]$_SDFFE_PP0N_ / 15.62 / 25
global route: i[2]$_SDFFE_PP0N_ / y[54]$_SDFFE_PP0N_ / 14.91 / 26
finish: i[2]$_SDFFE_PP0N_ / y[54]$_SDFFE_PP0N_ / 15.18 / 26
## state kept, by name, summed over array words and instances (netlist names)
register	count
angle	30
state	1
done	1
z	63
y	64
i	8
x	64
## through the flow
step / power, mW / worst slack, ns / instance area [um^2]
final: 4.756 / 15.18 / 38460
after global routing: 5.112 / 14.91 / 38450
after CTS: 4.697 / 15.62 / 38450
after detailed placement: 4.137 / 15.72 / 37240
after global placement: 4.153 / 15.75 / 37240
after floorplan: 3.168 / 16.91 / 34940
## layout make-up
type	instances	area, um^2
Clock buffer	45	984.7
Timing Repair Buffer	248	2087
Sequential cell	231	5575
Clock inverter	17	226.5
Tap cell	1512	1892
Antenna cell	4	10.01
Multi-Input combinational cell	4014	27280
Fill cell	12120	76500
Inverter	108	405.4
## metal layers
metal	track usage	up-vias	wire, um
li1	-	17670	-
met1	0.4157	18410	75360
met2	0.4536	1984	76430
met3	0.06381	484	15450
met4	0.1706	12	12690
met5	0	-	76
## kinds of logic (layout without fill, tap and decap cells)
| group | count (synthesis) | after routing |
|---|---|---|
| flip-flops | 231 | 231 |
| buffers and inverters | 465 | 418 |
| adder cells (fa/ha/maj) | 234 | 234 |
| AND-OR/OR-AND | 1599 | 1599 |
| XOR/XNOR | 338 | 338 |
| AND/OR/NAND/NOR | 1649 | 1649 |
| multiplexers | 192 | 192 |
| other | 1 | 6 |
## where the power goes
part / internal, mW / switching [mW]
Clock: 0.316 / 0.210
Combinational: 1.43 / 2.14
Sequential: 0.489 / 0.170
## critical path, cell delays in order, from the launching register on
cell      delay [ns]
dfxtp_4         0.74
buf_4           0.64
nand3b_4        0.10
buf_4           0.34
buf_4           0.39
o22ai_1         0.36
nor3_1          0.12
o31ai_1         0.62
a31oi_1         0.45
or3b_4          0.52
or4b_1          0.74
nor4_4          0.58
nand3_1         0.29
nor3b_1         0.49
a21oi_1         0.16
xnor2_1         0.18
o21ai_0         0.27
ha_1            0.36
a21oi_1         0.17
o21ai_0         0.13
a211oi_1        0.36
o311ai_0        0.32
o311ai_0        0.79
a21boi_0        0.26
o21ai_0         0.27
nand3_1         0.11
a32o_1          0.25
## cells in the final DEF (no fill, tap or decap), types with 74 or more instances in the layout
cell | Yosys | final
nand3_1 | 101 | 101
o21ai_0 | 260 | 260
ha_1 | 231 | 231
nor3_1 | 202 | 200
a21oi_1 | 362 | 362
nand2_1 | 358 | 358
o22ai_1 | 172 | 172
a21o_1 | 121 | 121
a211oi_1 | 76 | 75
a22oi_1 | 83 | 83
inv_1 | 106 | 104
edfxtp_1 | 93 | 93
mux2_2 | 95 | 95
xor2_1 | 135 | 135
xnor2_1 | 202 | 202
dfxtp_1 | 138 | 130
a31oi_1 | 74 | 74
nor2_1 | 517 | 511
buf_4 | 66 | 158
clkdlybuf4s50_1 | 0 | 90
Power is estimated from default activity; no workload was simulated.
